==> flow/design.v <==
module Pipe #(parameter WIDTH=32) (clk, in, out);
input wire clk;
input wire [WIDTH-1 : 0] in;
output reg [WIDTH-1 : 0] out = 0;
always @(posedge clk)
    out <= in;
endmodule
==> flow/run.sh <==
#!/bin/bash
# OpenROAD 26Q1-2900-gdf79404cd8, Yosys 0.63+post, stock flow scripts
make -C /OpenROAD-flow-scripts/flow DESIGN_CONFIG=/design/flow/config.mk WORK_HOME=/design/flow/orfs finish
==> flow/config.mk <==
export PLATFORM = sky130hd
export DESIGN_NAME = Pipe
export DESIGN_NICKNAME = Pipe
export VERILOG_FILES = /design/flow/design.v
export SDC_FILE = /design/flow/constraint.sdc
export NUM_CORES = 4
export LEC_CHECK = 1
export CORE_AREA = 10 10 80 80
export DIE_AREA = 0 0 90 90
==> flow/constraint.sdc <==
current_design Pipe

set clk_period 1.0
set clk_io_pct 0.2

create_clock -name clk0 -period $clk_period [get_ports {clk}]

set non_clock_inputs [all_inputs -no_clocks]
set_input_delay [expr $clk_period * $clk_io_pct] -clock clk0 $non_clock_inputs
set_output_delay [expr $clk_period * $clk_io_pct] -clock clk0 [all_outputs]
==> run summary <==
status: finished clean
die x size: 90 microns
largest fanout on the critical path: 1
Synth Area in Compound Gates: 0%
CTS Buf Count: 5
Core ar.: 0.00472 sq mm
max FFs per register: 32
CP top delay family: flip-flops
all-layer global routing usage: 5.00%
most numerous logic cells after layout: clkdlybuf4s50_1 (32), dfxtp_1 (21), clkdlybuf4s15_1 (21), dfxtp_2 (11), clkbuf_2 (11)
Power Dens Cells: 1790 mW/mm^2
vias in the first global route: 558
Adder Area Share: 0%
full die area: 0.00810 sq mm
CTS clk-pin slew, worst paths: 60 ps
Post-DP Area: 0.00137 sq mm
Synth warnings: 1
# DRC: 0
routability-driven placement congestion ratio: 0.639
Congestion Overflow GR: 0
Sink Count: 32
nature of the critical path endpoint: primary output
Worst EP required: 800 ps
Post-Route WL: 2.05 mm
Worst path slowest cell: dfxtp_2
min Tclk post-route: 956 ps
MI comb cells: 0
Buf/Inv on CP: 1
Iteration-0 DRC Markers: 5
Leakage: 0.582 nW
Rel. slew slack: 95.9%
xor/xnor share: 0%
I/O pin count: 65
first-pass GRT wire length: 3.09 mm
largest net degree at the start of global routing: 10
Biggest register: out
Mapped Cells: 32
fin crit share: 95.6%
Hold Path Stages: 1
Hold Crit Class: in -> reg
maximum root-to-sink buffer count: 2
Site Rows: 25
Inserted Diodes: 0
Finish-stage setup viols: 0
biggest cell delay along the critical path: 310 ps
Post-synth mux share: 0%
crit path DAT: 760 ps
Seq/Total Area, Yosys: 100%
cell area after synthesis: 641 sq um
TritonRoute pass-1 iters: 2
Tightest Pin Transition: 61.5 ps
Hold Buf Count CTS: 0
H-Tree Depth: 2
Top cell excl fill/tap: clkdlybuf4s50_1
startpoint types: flip-flop
fillcell total: 486
Yosys Chip Area: 641 sq um
initial antenna violation count: 0
vias per inst: 2.94
Area Overhead vs Synth: 121%
share of cells above drive strength 1: 26.9%
Simple-Gate Fraction of Synth Area: 0%
Fin. Hold Viols: 0
Fmax: 1050 MHz
maxcap violations: 0
Hold Path Sink: out[18]$_DFF_P_
Post-Route Setup TNS: 0 ps
Routed Antenna Nets: 0
CTS tree: yes
core utilization at floorplan: 13.6%
stage-log warning count: 25
routed via count: 503
number of cells in Yosys stat: 32
Logic area: 0 sq um
Max Transition Viols Final: 0
Avg Cell Area, Syn: 20.0 sq um
CP Cell Sequence: clkdlybuf4s15_1
I/O Buffers: 64
design area: 0.00141 sq mm
clock root cell: clkbuf_8
top flop regs: out (32)
Synth Register Bits: 32
maximum vdd drop: 0.712 mV
crit path kind: reg -> out
die height: 90 microns
Hold Startpoint: in[18]
Yosys cell types: 1
routed len/inst: 12.0 microns
## layout make-up
class                 count  area [sq um]  share of cell area (%)
timing repair buffer     64           586                    41.4
clock buffer              8          90.1                    6.37
sequential               32           654                    46.3
tap                      67          83.8                    5.93
## per-stage QoR
| stage | setup slack, ps | utilization, % | hold slack, ps | cells | power, mW |
|---|---|---|---|---|---|
| after global routing | -0.0603 | 29.9 | 342 | 171 | 2.69 |
| after CTS | 14.6 | 30.9 | 349 | 171 | 2.61 |
| after floorplan | 538 | - | 228 | 32 | 1.37 |
| final | 44.4 | 29.9 | 361 | 171 | 2.53 |
| after detailed placement | 25.3 | 28.9 | 652 | 163 | 1.63 |
| after global placement | 29.0 | 28.9 | 650 | 163 | 1.63 |
## synth_stat cells
cell,count,area (sq um)
dfxtp_1,32,641
## worst max-delay path by stage
stage	start	to	slack, ps	cells past startpoint
global route	out[29]$_DFF_P_	out[29]	-0.06	1
CTS	out[12]$_DFF_P_	out[12]	10	1
finish	out[13]$_DFF_P_	out[13]	40	1
## cells by family after synthesis
family	Yosys count
flip-flops	32
## where the power goes
| group | switching, mW | internal, mW | leakage, nW | total [mW] |
|---|---|---|---|---|
| logic | 0.0257 | 0.171 | 0.267 | 0.197 |
| clock network | 0.409 | 0.560 | 0.0455 | 0.969 |
| registers | 0.0162 | 1.35 | 0.270 | 1.36 |
## metal layers
metal / vias to the layer above / track usage [%] / part of all wire [%]
li1: 238 / - / -
met1: 205 / 5.25 / 40
met5: - / 0 / 0
met4: 0 / 0.796 / 1.9
met3: 6 / 6.29 / 24
met2: 54 / 6.17 / 34
## repair_timing
action | in CTS | in global routing
endpoints found under the hold margin | 0 | 0
buffers inserted | 0 | 0
endpoints found under the setup margin | 32 | 15
gates resized | 68 | 18
Power figures rest on the tool's default switching activity, not on a simulated workload.
